<file path="/design/flow/config.mk">
export PLATFORM = sky130hd
export DESIGN_NAME = VUMeter
export DESIGN_NICKNAME = VUMeter
export VERILOG_FILES = /design/flow/design.v
export SDC_FILE = /design/flow/constraint.sdc
export NUM_CORES = 4
export LEC_CHECK = 1
export CORE_UTILIZATION = 50
</file>
<file path="/design/flow/constraint.sdc">
current_design VUMeter

set clk_period 2.0
set clk_io_pct 0.2

create_clock -name clk0 -period $clk_period [get_ports {clk}]

set non_clock_inputs [all_inputs -no_clocks]
set_input_delay [expr $clk_period * $clk_io_pct] -clock clk0 $non_clock_inputs
set_output_delay [expr $clk_period * $clk_io_pct] -clock clk0 [all_outputs]
</file>
<file path="/design/flow/design.v">
`timescale 1ns / 1ps
module VUMeter(
	input wire clk, 			 
	input wire reset,			 
	output wire [7:0] LED,	 
	output clk12,	
	output clk122,				 
	output CS,
	output CS2,					 
	input switch,
	input Data1,					 
	input Data2
    );
	wire done;					 
	wire [11:0] dig;			 
	clkDiv U0 (.CLK(clk),.RST(reset),.clk12(clk12),.clk122(clk122));
	serialCom U1 (.clk(clk12),.reset(reset),.Data1(Data1),.digital(dig),.CS(CS),.done(done),.CS2(CS2),.Data2(Data2),.switch(switch));
	meterOp U2 (.clk(done),.digital(dig),.led(LED),.switch(switch));
	endmodule
	module clkDiv(
		input CLK,		 
		input RST,		 
		output clk12,	 
		output clk122	 
		);
		reg [3:0] div;											 
		always @(posedge CLK or posedge RST)
		begin
			if(RST)
				div <= 1'b0;
			else
				div <= div + 1'b1;
		end
		assign clk12 = div[3];	 
		assign clk122 = div[3];	 
	endmodule
module meterOp(
	input clk,					 
	input [11:0] digital,	 
	output reg [7:0] led,		 
	input switch
	);
	always @(posedge clk) begin
		if(switch) begin					 
			if(digital<12'd2)				 
				led <= 8'b00000000;
			else if(digital<12'd900)	 
				led <= 8'b00000001;
			else if(digital<12'd950)
				led <= 8'b00000011;
			else if(digital<12'd1000)
				led <= 8'b00000111;
			else if(digital<12'd1050)
				led <= 8'b00001111;
			else if(digital<12'd1100)
				led <= 8'b00011111;
			else if(digital<12'd1150)
				led <= 8'b00111111;
			else if(digital<12'd1200)
				led <= 8'b01111111;
			else if(digital>12'd1250)	 
				led <= 8'b11111111;
		end
		else begin							 
		if(digital<12'd2)					 
				led <= 8'b00000000;
			else if(digital<12'd100)	 
				led <= 8'b00000001;
			else if(digital<12'd400)
				led <= 8'b00000011;
			else if(digital<12'd700)
				led <= 8'b00000111;
			else if(digital<12'd1000)
				led <= 8'b00001111;
			else if(digital<12'd1300)
				led <= 8'b00011111;
			else if(digital<12'd1600)
				led <= 8'b00111111;
			else if(digital<12'd1900)
				led <= 8'b01111111;
			else if(digital>12'd1900)	 
				led <= 8'b11111111;
		end
	end
endmodule
`timescale 1ns / 1ps
module serialCom(
	input clk,						 
	input reset,					 
	input Data1,					 
	output reg [11:0] digital,	 
	output reg CS,					 
	output reg done,				 
	input Data2,
	output reg CS2,
	input switch
   );
	reg [1:0] CSelect;	 
	reg [4:0] cnt;			 
	reg [15:4] temp;		 
	reg Begin;				 
	parameter	fsm1 = 2'b01,  
					fsm2 = 2'b10,
					fsm3 = 2'b11;
		always @(posedge clk or posedge reset) begin
			if(reset) begin	 
				Begin <= 1'b0;
				cnt <= 4'b0;
				CS <= 1'b1;
				CS2 <= 1'b1;
				temp <= 15'b000000000000000;
				digital <= 12'b000000000000;
				done <= 1'b1;
				CSelect <= fsm1;
			end
			else begin
				case(CSelect)		 
				fsm1	:	if (Begin == 1'b1 && cnt < 16) 
								CSelect <= fsm2;				  
							else begin							  
								done <= 1'b1;					  
								Begin <= 1'b1;
								cnt <= 4'b0;
								CS <= 1'b1;
								CS2 <= 1'b1;
								temp <= 12'b00000000000;
								digital <= 12'b000000000000;
								CSelect <= fsm1;
							end
				fsm2	:	if (Begin == 1'b1 && cnt == 16)
								CSelect <= fsm3;				  
							else begin							  
								CS <= 1'b0;	 					  
								CS2 <= 1'b0;
								done <= 1'b0;
								if(cnt > 3) begin
									if(switch) begin
										temp[19-cnt] <= Data1;
									end
									else if(!switch) begin
										temp[19-cnt] <= Data2;
									end
								end
								cnt <= cnt + 1'b1;	
								CSelect <= fsm2;
							end
				fsm3	:	if (Begin == 1'b0) 				  
								CSelect <= fsm1;				  
							else begin							  
								done <= 1'b0;
								CS <= 1'b1;
								CS2 <= 1'b1;
								digital [11:0] <= temp [15:4];
								Begin <= 1'b0;
								CSelect <= fsm3;
							end
				endcase
			end
		end
	endmodule
</file>
<file path="/design/flow/run.sh">
#!/bin/bash
# OpenROAD 26Q1-2900-gdf79404cd8, Yosys 0.63+post, stock flow scripts
make -C /OpenROAD-flow-scripts/flow DESIGN_CONFIG=/design/flow/config.mk WORK_HOME=/design/flow/orfs finish
</file>
==> impl_metrics.py <==
# Generated from Yosys and OpenROAD reports
metrics = {
    "yosys": {
        "synth_seq_share": 0.387,
        "async_reset_ff_frac": 0.830,
        "synth.largest_area_cell": "dfrtp_1",
        "synthCells": 360,
        "yosysUniqueCellTypes": 67,
        "ys_cells": 360,
        "edf_count": 8,
        "netlist_area_sq_um": 3150,
        "ys_warn_count": 3,
        "synth_top_area_share": 0.286,
        "syn_avg_cell_area_sq_um": 8.76,
        "ys.flops": 47,
        "ys_area_sq_um": 3150,
        "synth_top_flop_cell": "dfrtp_1",
        "topCellsByArea": "dfrtp_1 29%, edfxtp_1 7.6%, nand2_1 6.4%",
    },
    "sta": {
        "unclocked_pins": 43,
        "setup_tns_ps": 0,
        "whs_ps": 382,
        "skew_ps": 1.38,
        "tightest_slew_ps": 703,
        "untimed_endpoints": 61,
        "grt_setup_unrepaired": "no",
        "finalHoldViolCount": 0,
        "setup_violations": 0,
        "min_period_ps": 1570,
        "max_slew_margin": 0.527,
        "slew_viol_final": 0,
        "fin_crit_sh": 0.785,
        "timing.fmax_mhz": 637,
    },
    "cts": {
        "htree_levels": 1,
        "cts_root_buffer": "clkbuf_8",
        "cts_setup_buffers": 0,
        "cts_tree": "built",
        "hold_buffers": 0,
        "numCtsBuffers": 3,
        "clk_pin_slew_ps": 30,
        "cts_max_path_buffers": 2,
        "cts-resized-gates": 0,
        "worstSkewPairLatency_ps": 210,
    },
    "routing": {
        "initialDrtViolationCount": 78,
        "dr.pass1.iters": 4,
        "diodes": 0,
        "ant_nets": 0,
        "drc": 0,
        "routedWlPerCell_um": 15.6,
        "routed_wl_mm": 6.74,
        "vias": 2543,
        "via_per_inst": 5.89,
    },
    "run_status": {
        "status": "complete, no violations",
    },
    "worst_setup_path": {
        "path_cells": "clkdlybuf4s50_1",
        "arrival_ps": 1170,
        "crit_fanout": 4,
        "max_stage_delay_ps": 510,
        "startpoint_type": "flop",
        "criticalPathCategory": "flop to output pin",
        "critical-path-slowest-cell": "clkdlybuf4s50_1",
        "cp.depth": 1,
        "cp-end-kind": "output pin",
        "reg2regPathDepth": 2,
        "path_delay_family": "buffers and inverters",
        "cp_num_buf_inv": 1,
        "worstPathRequired_ps": 1600,
    },
    "finish": {
        "drive_above_1_share": 0.0644,
        "nFillCells": 525,
        "syn_to_final_growth_pct": 6.78,
    },
    "floorplanning": {
        "fp-row-count": 28,
        "floorplan.core_util": 0.527,
        "dieWidth_um": 81.4,
        "ios": 17,
        "chipArea_sq_um": 6630,
        "die-height_um": 81.4,
        "core-area_sq_um": 5990,
    },
    "place": {
        "io_buffers": 16,
        "gp_congestion": 1.01,
        "dp_hpwl_mm": 5.27,
    },
    "pwr": {
        "power_leakage_nw": 1.34,
        "ir_drop_v": 0.000450,
        "powerDensity_nw_per_um2": 81.1,
    },
    "global_route": {
        "grt_use_total": 0.230,
        "grt_max_degree": 36,
        "overflow": 0,
        "grt_pass1_wl_mm": 11.4,
        "antenna_found_initial": 0,
        "grt_pass1_vias": 2359,
    },
    "min_path": {
        "min_path_type": "input port to async pin",
    },
    "job": {
        "warnings": 30,
        "max_cap_viol_count": 0,
    },
}
==> path summary, 6_finish.rpt <==
check	startpoint	to	slack, ps
min	reset	U0.div[0]	380
min reg2reg	U0.div[0]	U0.div[0]	460
max	U0.div[3]	clk12	430
max in group asynchronous	reset	U0.div[1]	1450
max reg2reg	U0.div[0]	U0.div[2]	1140
min in group clk0	U0.div[0]	U0.div[0]	460
==> final cells by class <==
| type | count | area [sq um] | area share |
|---|---|---|---|
| inverters | 18 | 67.6 | 0.0201 |
| well taps | 75 | 93.8 | 0.0279 |
| clock buffers | 3 | 41.3 | 0.0123 |
| multi-input cells | 269 | 1760 | 0.521 |
| flip-flops and latches | 47 | 1220 | 0.362 |
| repair buffers | 20 | 190 | 0.0565 |
==> registers in the layout (all words and copies together), names as in the netlist <==
signal	count
U1.Begin	1
U1.done	1
U1.CS	1
U1.cnt	5
U2.led	8
U0.div	4
U1.temp	12
U1.CSelect	3
U1.digital	12
==> where the power goes <==
group	leakage [nW]	switching [mW]	total (mW)	internal, mW
registers	0.573	0	0.0813	0.0813
clock network	0.0216	0.0353	0.163	0.128
logic	0.750	0.0186	0.0288	0.0102
==> cell usage in the layout (no fill, tap or decap), types with 6 or more instances in the layout <==
cell type,n
dfrtp_1,36
and2_1,11
o21ai_0,22
nor2_1,14
o31ai_1,13
ha_1,13
nand2_1,54
nand3_1,15
inv_1,17
nand2b_1,6
edfxtp_1,8
a31oi_1,6
o21ai_1,12
a21oi_1,12
clkdlybuf4s50_1,16
nor4_1,6
==> synthesized netlist by cell type, drive strengths merged, types with 3 or more instances <==
cell / count
nor4b: 3
o21ai: 34
o211ai: 5
a21oi: 12
nand3: 15
buf: 7
clkbuf: 19
edfxtp: 8
dfstp: 3
nand2b: 6
nand2: 54
nand4: 5
a2111oi: 3
xnor2: 4
nor3: 5
dfrtp: 36
ha: 13
nor2b: 4
o2111ai: 4
nor4: 6
and3: 5
nor2: 14
a31oi: 6
and2: 11
o31ai: 13
inv: 18
nand3b: 3
a211o: 4
or4: 3
xor2: 4
==> through the flow <==
step / cell area [sq um] / std cells / utilization / total power, mW / worst slack [ps]
after floorplan: 3150 / 360 / - / 0.0981 / 683
after global placement: 3330 / 429 / 0.555 / 0.113 / 642
after detailed placement: 3330 / 429 / 0.555 / 0.112 / 648
after CTS: 3370 / 432 / 0.562 / 0.278 / 413
after global routing: 3370 / 432 / 0.562 / 0.287 / 372
final: 3370 / 432 / 0.562 / 0.273 / 430
==> per-layer routing <==
metal | routed length (um) | track usage | vias up
met1 | 3250 | 0.364 | 1196
met4 | 79 | 0.0411 | 0
met3 | 74 | 0.00789 | 6
li1 | - | - | 1314
met2 | 3340 | 0.371 | 27
met5 | 0 | 0 | -
==> kinds of logic (layout without fill, tap and decap cells) <==
family / after synthesis / count (layout) / share of synthesized area
adder cells (fa/ha/maj): 13 / 13 / 0.0516
multiplexers: 3 / 3 / 0.00992
AND/OR/NAND/NOR: 141 / 141 / 0.231
flip-flops: 47 / 47 / 0.387
buffers and inverters: 44 / 41 / 0.0567
AND-OR/OR-AND: 104 / 104 / 0.233
XOR/XNOR: 8 / 8 / 0.0305
Power and IR drop assume default switching activity.
